[flow/run.sh]
#!/bin/bash
# OpenROAD 26Q1-2900-gdf79404cd8, Yosys 0.63+post, stock flow scripts
make -C /OpenROAD-flow-scripts/flow DESIGN_CONFIG=/design/flow/config.mk WORK_HOME=/design/flow/orfs finish
[flow/design.v]
`timescale 1ns/1ns 
module ADCinterface(
								output reg ADC_CSBn,
							   output reg ADC_SDIO,
								output reg ADC_SCLK,
								output reg ADC_OEn,
								output reg ADC_SDOn,
								input wire [7:0] D,
								input wire DCO,
								input wire main_clk,
								input wire rst,
								output reg CHA_3P5X_PDn,
								output reg CHA_2X_PDn,
								output reg CHA_8P5X_PDn,
								output reg CHA_IN1,
								output reg CHA_IN3,
								output reg CHA_EN,
								output reg CHA_IN4,
								output reg MON_FS,
								output reg MON_EN,
								output reg CHB_EN,
								output reg CHB_IN2,
								output reg CHB_IN1,
								output reg CHB_IN4,
								output reg CHB_3P5X_PDn,
								output reg CHB_2X_PDn,
								output reg CHB_8P5X_PDn,
								input wire button1,
								input wire button2,
								input wire switch1,
								input wire switch2,
								input wire switch3,
								output reg [7:0] led,
								input wire [3:0] address,
								input wire       read,
								input wire 		 write,
								input wire [7:0] writedata,
								output reg [7:0] readdata);
		reg [7:0] mem[0:14];
		reg [7:0] led_tmp;
		reg [7:0] adc_cha_tmp, adc_chb_tmp;
		reg [7:0] mem_null;
		always @(negedge DCO)
		begin
			adc_cha_tmp <= ~D[7:0];
			mem[2] <= D[7:0];
		end
 		always @(posedge DCO)
		begin
			adc_chb_tmp <= ~D[7:0];
			mem[3] <= D[7:0];
		end
		always @(posedge main_clk)
		begin
			if (read)
				readdata <= mem[address];
			else
				readdata <= 8'b0;
			if (write)
				case (address)
					0: mem[0] <= writedata;
					1: mem[1] <= writedata;
					2: mem_null <= writedata;
					3: mem_null <= writedata;
					4: mem[4] <= writedata;
					5: mem[5] <= writedata;
					6: mem[6] <= writedata;
					7: mem[7] <= writedata;
					8: mem[8] <= writedata;
					default: mem_null <= writedata;
				endcase
		end
		always @(posedge main_clk)
		begin
			CHA_3P5X_PDn <= 1;
			CHA_2X_PDn 	 <= 1;
			CHA_8P5X_PDn <= 1;
			CHB_3P5X_PDn <= 1;
			CHB_2X_PDn 	 <= 1;
			CHB_8P5X_PDn <= 1;
			ADC_SDOn <= 0;
			ADC_SCLK <= 0;
			ADC_CSBn <= 1;
			led_tmp <= ~mem[0];
			ADC_OEn <= ~mem[1];
			CHA_EN <= 0;
			CHB_EN <= 0;
			case (mem[4])
				0: begin
						CHA_IN1 <= 1;   
						CHA_IN3 <= 0;   
						CHA_IN4 <= 1;   
				   end
				1: begin
						CHA_IN1 <= 1;   
						CHA_IN3 <= 1;   
						CHA_IN4 <= 0;   
				   end
				2: begin
						CHA_IN1 <= 0;   
						CHA_IN3 <= 1;   
						CHA_IN4 <= 1;   
				   end
				default: begin
							CHA_IN1 <= 1;   
							CHA_IN3 <= 1;   
							CHA_IN4 <= 0;   
						 end
			endcase
			case (mem[5])
				0: begin
						CHB_IN1 <= 1;   
						CHB_IN2 <= 0;   
						CHB_IN4 <= 1;   
				   end
				1: begin
						CHB_IN1 <= 0;   
						CHB_IN2 <= 1;   
						CHB_IN4 <= 1;   
				   end
				2: begin
						CHB_IN1 <= 1;   
						CHB_IN2 <= 1;   
						CHB_IN4 <= 0;   
				   end
				default: begin
							CHB_IN1 <= 0;   
							CHB_IN2 <= 1;   
							CHB_IN4 <= 1;   
						 end
			endcase				
			MON_EN <= mem[6];
			MON_FS <= mem[7];
			case (mem[8])
				0: led <= led_tmp;
				1: led <= adc_cha_tmp;
				2: led <= adc_chb_tmp;
				default: led <= led_tmp;
			endcase
		end
endmodule
[flow/constraint.sdc]
current_design ADCinterface

set clk_period 2.2
set clk_io_pct 0.2

create_clock -name clk0 -period $clk_period [get_ports {DCO}]
create_clock -name clk1 -period $clk_period [get_ports {main_clk}]

set non_clock_inputs [all_inputs -no_clocks]
set_input_delay [expr $clk_period * $clk_io_pct] -clock clk0 $non_clock_inputs
set_output_delay [expr $clk_period * $clk_io_pct] -clock clk0 [all_outputs]
[flow/config.mk]
export PLATFORM = sky130hd
export DESIGN_NAME = ADCinterface
export DESIGN_NICKNAME = ADCinterface
export VERILOG_FILES = /design/flow/design.v
export SDC_FILE = /design/flow/constraint.sdc
export NUM_CORES = 4
export LEC_CHECK = 1
export CORE_UTILIZATION = 50
==> reports/results.txt <==
CTS tree: built
fin area: 5670 um2
YS chip area: 4450 um2
Logic pwr share: 0.068
area leader, netlist: edfxtp_1
Initial Utilization: 0.513
Log Warnings: 50
Site Rows: 34
crit path cell chain: mux2_4 -> a21oi_2 -> nor2_1 -> o311a_1
vias in the first global route: 2905
post-route setup slack: -5.07 ps
Startpoint Class: flip-flop
slowest cell on the critical path: dfxtp_1
Fin Setup TNS: -5.07 ps
global route total overflow: 0
GPL Wtd Cong: 0.892
Die Ht: 96.3 um
violated checks: negative setup slack
Worst Path Class, Setup: reg -> reg
Net Sw Frac: 0.228
# DRC: 0
fin. max-slew vios: 0
hold buffers post-CTS: 0
clock skew: 5.96 ps
Dominant Register Cell: dfxtp_1
Ports: 67
sequential element share of the synthesized area: 0.671
Synth flops: 121
initial DRC count: 159
Int Pwr: 3.55 mW
Max stage delay on crit path: 290 ps
Clock Power Share: 0.399
dpl ws: -74.3 ps
Area Growth Syn to Fin: 27.5%
Die Area: 9280 um2
I/O Buffers: 47
area share, top type: 0.378
CTS Sinks: 121
fraction of layout cells with a size suffix above 1: 0.161
Max-Cap Viols: 0
status: finished, violations left
placed instance area: 5280 um2
post-synth cell types: 49
DR pass1 iterations: 4
Cells after Synth: 363
first-pass GRT wire length: 15000 um
number of enable flip-flop cells: 56
Cell Area, Synth: 4450 um2
Largest cells by area: edfxtp_1 (38%), dfxtp_1 (29%), mux2i_1 (3.4%)
Syn Area/Cell: 12.3 um2
endpoints failing setup: 1
Hold Path Depth: 0
WL per Instance: 16.8 um
total global-route track usage: 0.241
asr flop ratio synth: 0
post-route antenna net violation count: 0
count leader, synth: dfxtp_1
Worst Tran Pin Value: 648 ps
Clk pin slew, worst setup/hold paths: 90 ps
n_diodes: 0
Yosys Instances: 363
Post-Route WL: 9710 um
Slew headroom: 0.567
Flop pwr share: 0.533
largest net degree at the start of global routing: 22
Max VDD drop: 0.000565 V
area of the core: 8680 um2
initial antenna violation count: 0
top cells by count, synth: dfxtp_1 (65), edfxtp_1 (56), inv_1 (29)
Max FO, Critical Path: 1
die extent in x: 96.3 um
Psw: 1.05 mW
vias per cell: 5.25
CP Data Required Time: 2440 ps
Yosys warning count: 51
Worst Hold Class: reg -> reg
Worst R2R Path Depth: 4
hold slack: 373 ps
Power Dens Cells: 810 nW/um2
via count: 3039
Leak: 2.37 nW
CP endpoint kind: flip-flop
post-DP HPWL: 6920 um
RSZ-0062 raised after global routing: true
fin util: 0.653
crit path DAT: 2450 ps
final hold viol count: 0
## worst paths after layout
path                            startpoint              to  slack, ps
worst max register to register   mem[2][7]     readdata[7]         -5
worst max-delay path             mem[2][7]     readdata[7]         -5
max in group clk0                     D[0]  adc_cha_tmp[0]        260
worst min-delay path             mem[7][0]          MON_FS        370
worst min register to register   mem[7][0]          MON_FS        370
min in group clk0                     D[2]       mem[3][2]        660
## cells by family (layout without fill, tap and decap cells)
| kind of cell | after synthesis | after routing | synth area share |
|---|---|---|---|
| buffers and inverters | 60 | 158 | 0.0622 |
| and+or+nand+nor | 90 | 90 | 0.103 |
| AOI/OAI and AO/OA | 66 | 66 | 0.103 |
| other | 2 | 12 | 0.00169 |
| DFF | 121 | 121 | 0.671 |
| muxes | 24 | 24 | 0.0599 |
## per-stage QoR
stage | instances | total power [mW]
6_report | 579 | 4.59
4_1_cts | 579 | 4.63
5_1_grt | 579 | 4.79
2_1_floorplan | 373 | 2.68
3_3_place_gp | 541 | 2.85
3_5_place_dp | 541 | 2.85
## per-layer routing
layer	global-route usage	up-vias	share of wire	wire length (um)
met5	0	-	0	0
met4	0.0368	0	0.0097	94
met3	0.0819	9	0.083	809
met2	0.351	111	0.45	4360
met1	0.390	1451	0.46	4450
li1	-	1468	-	-
## power groups by stage
| stage | Combinational, mW | Clock [mW] | Sequential, mW |
|---|---|---|---|
| 4_1_cts | 0.311 | 1.87 | 2.45 |
| 5_1_grt | 0.342 | 1.99 | 2.46 |
| 6_report | 0.312 | 1.83 | 2.45 |
## worst max-delay path: cells and delay by family (launching register included)
kind	cells	cell delay [ps]
AND/OR/NAND/NOR	1	50
AND-OR/OR-AND	2	400
multiplexers	1	280
flip-flops	1	290
## layout by cell type, fill, tap and decap left out, types with 3 or more instances in the layout
master,n
a211oi_1,3
a21oi_1,12
a221o_1,9
a22o_1,4
buf_4,40
clkbuf_8,16
clkdlybuf4s50_1,47
conb_1,12
dfxtp_1,65
edfxtp_1,56
inv_1,44
mux2_1,4
mux2i_1,15
nand2_1,28
nand2b_1,11
nand3_1,3
nand3b_1,4
nor2_1,16
nor2b_1,5
nor3_1,6
nor4_1,3
o21ai_0,10
o21ai_1,7
## registers in the layout, summed over array words and instances (netlist names)
signal       count
CHB_IN2          1
readdata         8
CHA_IN4          1
mem             72
CHB_IN4          1
led_tmp          8
MON_EN           1
adc_chb_tmp      8
CHA_IN1          1
MON_FS           1
adc_cha_tmp      8
led              8
CHB_IN1          1
CHA_IN3          1
ADC_OEn          1
## area by class of cell
type / instances / area [um2]
clock inverters: 23 / 154
clock buffers: 16 / 220
well taps: 108 / 135
multi-input cells: 192 / 1250
flip-flops and latches: 121 / 2980
inverters: 30 / 113
fillers: 668 / 3010
repair buffers: 89 / 811
## what timing repair did
item / 4_1_cts / 5_1_grt
cloned: 0 / 0
setup endpoints to repair: 2 / 2
buffers inserted: 0 / 0
pin swaps: 1 / 3
endpoints found under the hold margin: 0 / 0
gates resized: 3 / 2
Power figures rest on the tool's default switching activity, not on a simulated workload.
